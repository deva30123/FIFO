**design/flow/design.v**
```verilog
module ptr #(
  parameter ptr_w = 3
)(
  input rst,
  input wire en,
  input wire clk,
  input wire [ptr_w-1:0] pb_g,
  output wire [ptr_w-1:0] pa,
  output wire [ptr_w-1:0] pa_g,
  output wire stat
);
  integer i;
  reg [ptr_w-1:0] pb_b, pa_b=0, pa_prev=0;
  always @(*) begin
    if(~rst)begin
      for(i=0;i<ptr_w;i++) begin
         pb_b[i] = ^(pb_g >> i);
      end 
    end
    else pb_b <= 3'b0;
  end                       
  assign stat = (pa_prev == pb_b-1)|(pa_prev == 7)&(pb_b == 0) ;
  always @(posedge clk,posedge rst) begin
    if(~rst)begin
      pa_prev <= (stat)?pa_prev:pa_b;
    	pa_b <= pa_b + (en & !stat);
    end
    else begin
      pa_b = 3'b0;
      pa_prev = 3'b0;
    end
  end   
  assign pa_g = pa_b ^ (pa_b >> 1);   
  assign pa = pa_b;
endmodule
module mem #(
  parameter ptr_w = 3
)(
  input w_clk,r_clk,rst,r_en,w_en,  
  input [15:0] data_in, 
  output [15:0] data_out,
  output full ,empty
);
  reg [15:0] mem [8:0] ;
  reg [15:0] out;
  wire [ptr_w-1:0] wptr, rptr, r_g, w_g;
  reg [ptr_w-1:0] fr1=0,fr2=0,fw2=0,fw1=0;
  ptr w_ptr(  
    .rst(rst),
    .en(w_en),
    .clk(w_clk),
    .pb_g(fr2),
    .pa(wptr),
    .pa_g(w_g),
    .stat(full)
  );
  ptr r_ptr(   
    .rst(rst),
    .en(r_en),
    .clk(r_clk),
    .pb_g(fw2),
    .pa(rptr),
    .pa_g(r_g),
    .stat(empty)
  );
  always@(posedge w_clk) begin
    if(~rst)begin
      mem[wptr] <= (w_en&full)?mem[wptr]:data_in;
      fr1 <= r_g;
      fr2 <= fr1;
    end
    else begin
      mem[wptr] <= 0;
      fr1 <= 0;
      fr2 <= 0;
    end
  end
  always@(posedge r_clk) begin
    if(~rst)begin
      out <= (empty&r_en)?0:mem[rptr];
      fw1 <= w_g;
      fw2 <= fw1;
    end
    else begin
      out <= 0;
      fw1 <= 0;
      fw2 <= 0;
    end
  end
  assign data_out = out;
endmodule
```
**design/flow/run.sh**
```bash
#!/bin/bash
# OpenROAD 26Q1-2900-gdf79404cd8, Yosys 0.63+post, stock flow scripts
make -C /OpenROAD-flow-scripts/flow DESIGN_CONFIG=/design/flow/config.mk WORK_HOME=/design/flow/orfs finish
```
**design/flow/config.mk**
```make
export PLATFORM = sky130hd
export DESIGN_NAME = mem
export DESIGN_NICKNAME = mem
export VERILOG_FILES = /design/flow/design.v
export SDC_FILE = /design/flow/constraint.sdc
export NUM_CORES = 4
export LEC_CHECK = 1
export CORE_UTILIZATION = 40
```
**design/flow/constraint.sdc**
```tcl
current_design mem

set clk_period 3.3
set clk_io_pct 0.2

create_clock -name clk0 -period $clk_period [get_ports {r_clk}]
create_clock -name clk1 -period $clk_period [get_ports {w_clk}]

set non_clock_inputs [all_inputs -no_clocks]
set_input_delay [expr $clk_period * $clk_io_pct] -clock clk0 $non_clock_inputs
set_output_delay [expr $clk_period * $clk_io_pct] -clock clk0 [all_outputs]
```
==> results_dict.tcl <==
# metrics dict for downstream scripts
set metrics [dict create \
    hold_class "input pin to async pin" \
    hold_viol_final 0 \
    synthToLayoutAreaGrowth_pct 24.79 \
    die_area_mm2 0.01983 \
    mappedNetlistArea_mm2 0.007707 \
    drv.max_cap_violation_count 0 \
    layout.filler_cells 1462 \
    antenna-diode-count 0 \
    ir_drop_mv 0.5173 \
    grt_antenna_before_repair 0 \
    synthesis.instances 436 \
    criticalPathCategory "register to register" \
    grt_setup_unrepaired "no" \
    drtPass1Iterations 4 \
    vias 4279 \
    die_h_um 140.8 \
    sequential_cell_area_mm2 0.004715 \
    fraction_of_synthesized_area_in_multiplexers_pct 23.44 \
    drt-total-wl_mm 16.87 \
    worst_hold_slack_ns 0.3386 \
    synth_area_per_cell_um2 17.68 \
    post-synth-top-area-cell "sky130_fd_sc_hd__edfxtp_1" \
    mostFrequentLayoutCell "sky130_fd_sc_hd__edfxtp_1" \
    fp_util_pct 41.07 \
    synth-main-ff-cell "sky130_fd_sc_hd__edfxtp_1" \
    clk_transition_reported_paths_ns 0.06 \
    synth_cell_types 42 \
    pin_count_of_the_biggest_net_entering_global_routing 39 \
    tritoncts "done" \
    post_drt_via_cell_ratio 5.451 \
    maxSlewHeadroom_pct 48.97 \
    edff_count_synth 128 \
    critical_path.reg2reg.endpoint "mem[4][12]$_DFFE_PP_" \
    grt_use_total_pct 19.10 \
    setup_viol 0 \
    warnings 32 \
    design_power_total_w 0.009153 \
    final-comb-area_mm2 0.002958 \
    yosys.area_share.simple_pct 5.016 \
    topCombFamilyByArea "multiplexers" \
    placement_rows 50 \
    ys_area_mm2 0.007707 \
    final-instance-count-excl-fill 785 \
    synth.yosys.seq_area_share_pct 61.04 \
    worst-path-max-fanout 8 \
    grt_pass1_wl_mm 25.28 \
    synth.cellmix.xorXnorShare_pct 2.224 \
    post_cts_hold_buffer_count 0 \
    hpwl_mm 9.236 \
    area_fraction_in_compound_gates_after_synthesis_pct 4.172 \
    worst_ep_arrival_time_ns 3.42 \
    buffer_ports.inserted 37 \
    synthAdderAreaFrac_pct 1.948 \
    critical_path.reg2reg.startpoint "fr2[1]$_SDFF_PP0_" \
    power_density_mw_per_mm2 951.7 \
    grt_overflow_total 0 \
    yosysTopAreaCellShare_pct 49.87 \
    avgRoutedWirePerCell_um 21.49 \
    clock_sink_count 168 \
    endpoint_kind "register" \
    fp.dieW_um 140.8 \
    drt_first_iter_violations 158 \
    r2r.worst_path.cells 13 \
    gp_congestion 0.7562 \
    design.portCount 39 \
    worst_pin_slew_ns 0.7654 \
    ys_cells 436 \
    synth-async-reset-ratio_pct 7.143 \
    flops_after_synth 168 \
    fin_skew_ns 0.005724 \
    grt_pass1_vias 4516 \
    p_leak_nw 3.481 \
    yosys-top-cells-area "sky130_fd_sc_hd__edfxtp_1 (50%), sky130_fd_sc_hd__mux4_2 (19%), sky130_fd_sc_hd__dfxtp_1 (7.3%)" \
    report.final.slew_viol_count 0 \
    critical_path_required_ns 3.58 \
    status "finished, final reports clean" \
    reg2reg_setup_slack_ns 0.16 \
    placedCellCount 726 \
    fraction_of_final_layout_cells_with_drive_strength_greater_than_1_pct 40.83 \
    start_kind "register" \
    yosys_warnings 2 \
    commonest_non_fill_non_tap_cells_in_the_layout "sky130_fd_sc_hd__edfxtp_1 (128), sky130_fd_sc_hd__mux4_2 (64), sky130_fd_sc_hd__buf_4 (62), sky130_fd_sc_hd__clkdlybuf4s50_1 (34), sky130_fd_sc_hd__mux2i_1 (32)" \
    cp-startpoint "fr2[1]$_SDFF_PP0_" \
    drc 0 \
    floorplan.core_area_mm2 0.01877 \
    antenna_left 0 \
]
worst max-delay path: stages, from the launching register on:
cell                        delay, ns
sky130_fd_sc_hd__dfxtp_2         0.34
sky130_fd_sc_hd__xnor3_1         0.43
sky130_fd_sc_hd__or2_4           0.28
sky130_fd_sc_hd__ha_4            0.28
sky130_fd_sc_hd__xor2_2          0.15
sky130_fd_sc_hd__nand4_2         0.13
sky130_fd_sc_hd__buf_6           0.13
sky130_fd_sc_hd__buf_4           0.14
sky130_fd_sc_hd__a2111oi_4       0.35
sky130_fd_sc_hd__buf_6           0.19
sky130_fd_sc_hd__clkbuf_16       0.19
sky130_fd_sc_hd__nor2_1          0.06
sky130_fd_sc_hd__a211oi_2        0.15
sky130_fd_sc_hd__buf_4           0.18
per-layer routing:
metal	vias up	share of wire [%]	GRT usage, %
li1	1935	-	-
met1	2114	38	25.10
met2	208	49	29.80
met3	22	12	11.04
met4	0	1.5	2.574
met5	-	0	0.5013
area by class of cell:
cell class | count | share of cell area (%)
sequential | 168 | 49.02
multi-input combinational | 231 | 30.75
timing repair buffer | 107 | 10.00
clock buffer | 21 | 5.243
tap | 234 | 3.044
clock inverter | 15 | 1.587
inverter | 9 | 0.3512
synth_stat cells (5+ instances only):
cell type and number:
sky130_fd_sc_hd__dfxtp_1 28, sky130_fd_sc_hd__and2_1 6, sky130_fd_sc_hd__buf_2 7, sky130_fd_sc_hd__dfrtp_1 12, sky130_fd_sc_hd__mux2i_1 32, sky130_fd_sc_hd__ha_1 12
sky130_fd_sc_hd__xor2_1 5, sky130_fd_sc_hd__nor2_2 10, sky130_fd_sc_hd__inv_1 9, sky130_fd_sc_hd__nand2_1 7, sky130_fd_sc_hd__nor2_1 27, sky130_fd_sc_hd__mux4_2 64
sky130_fd_sc_hd__edfxtp_1 128, sky130_fd_sc_hd__nor2b_1 14, sky130_fd_sc_hd__a211oi_2 14, sky130_fd_sc_hd__clkbuf_1 16
sequential cells by signal, indices dropped and copies added, names as in the netlist:
name,cells
r_ptr.pa_b,3
fr1,3
w_ptr.pa_b,3
w_ptr.pa_prev,3
r_ptr.pa_prev,3
out,16
fr2,3
fw1,3
fw2,3
mem,128
cells by family (layout without fill, tap and decap cells):
kind of cell	Yosys count	count (layout)
AND/OR/NAND/NOR	74	74
AND-OR/OR-AND	32	32
multiplexers	100	100
flip-flops	168	168
XOR/XNOR	13	13
buffers and inverters	37	152
adder cells (fa/ha/maj)	12	12
through the flow:
step | cell area, um^2 | setup WS, ns | utilization [%] | TNS [ns]
3_3_place_gp | 8626 | 0.04193 | 45.96 | 0
6_report | 9618 | 0.1598 | 51.25 | 0
3_5_place_dp | 8626 | -0.02093 | 45.96 | -0.1970
5_1_grt | 9618 | 0.005990 | 51.25 | 0
4_1_cts | 9475 | -0.05473 | 50.49 | -2.161
2_1_floorplan | 7707 | 0.08580 | - | 0
report_power, final:
group / leakage [nW] / switching (W) / internal (W)
sequential: 1.57 / 0.000422 / 0.00302
combinational: 1.60 / 0.00163 / 0.00194
clock: 0.310 / 0.000873 / 0.00128
total: 3.48 / 0.00292 / 0.00623
worst max path at each step:
stage / slack, ns / depth (start not counted) / to
5_1_grt: 0.006 / 15 / r_ptr.pa_b[2]$_DFF_PP0_
4_1_cts: -0.05 / 14 / mem[5][3]$_DFFE_PP_
6_report: 0.16 / 13 / mem[4][12]$_DFFE_PP_
timing repair:
action,4_1_cts,5_1_grt
cloned,0,2
setup endpoints to repair,2,133
gates resized,14,25
pin swaps,23,20
endpoints found under the hold margin,0,0
buffers inserted,17,8
Power figures rest on the tool's default switching activity, not on a simulated workload.
