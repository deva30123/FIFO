`flow/run.sh`:
```
#!/bin/bash
# OpenROAD 26Q1-2900-gdf79404cd8, Yosys 0.63+post, stock flow scripts
make -C /OpenROAD-flow-scripts/flow DESIGN_CONFIG=/design/flow/config.mk WORK_HOME=/design/flow/orfs finish
```
`flow/config.mk`:
```
export PLATFORM = sky130hd
export DESIGN_NAME = fifo
export DESIGN_NICKNAME = fifo
export VERILOG_FILES = /design/flow/design.v
export SDC_FILE = /design/flow/constraint.sdc
export NUM_CORES = 4
export LEC_CHECK = 1
export CORE_UTILIZATION = 50
```
`flow/constraint.sdc`:
```
current_design fifo

set clk_period 5.0
set clk_io_pct 0.2

create_clock -name clk0 -period $clk_period [get_ports {clk}]

set non_clock_inputs [all_inputs -no_clocks]
set_input_delay [expr $clk_period * $clk_io_pct] -clock clk0 $non_clock_inputs
set_output_delay [expr $clk_period * $clk_io_pct] -clock clk0 [all_outputs]
```
`flow/design.v`:
```
module fifo #(
    parameter WIDTH = 8,
    parameter DEPTH = 16
) (
    input  logic                clk,
    input  logic                rst_n,
    input  logic                wr_en,
    input  logic [WIDTH-1:0]    wr_data,
    output logic                full,
    input  logic                rd_en,
    output logic [WIDTH-1:0]    rd_data,
    output logic                empty
);reg[WIDTH-1:0] i[DEPTH-1:0];
  reg[3:0] r,w;
  always@(posedge clk)begin      
    if(rst_n)begin
      if(wr_en&&(~full))begin
        i[w] <= wr_data;
        w <= ((w>15)?0:w+1);        
      end      
    end
    else w <=0 ;
  end
  always@(posedge clk)begin      
    if(rst_n)begin
      if(rd_en&&(~empty))begin
        rd_data <=i[r];        
        r <= ((r>15)?0:r+1);          
      end 
    end
    else r <=0 ;
  end
  assign full = ((w + 1) == r)||(w==4'd15&&r==4'd0);
  assign empty = w == r; 
endmodule
```
==> qor.yml <==
synthDistinctLibCells: 30
cts-root-buf: "clkbuf_16"
vdd_drop_max_mv: 0.233
leakage_nw: 2.15
clk_pin_slew_ns: 0.06
setup_viol: 0
num_rows: 38
initCoreUtil: 0.522
yosys.area.top_type: "edfxtp_1"
cp.required_ns: 4.00
ff_type: "edfxtp_1"
worst-setup-path-type: "reg -> out"
status: "completed"
portBuffers: 21
grt_pass1_wl_um: 16200
rsz0062_at_grt: "no"
clkPwrFrac: 0.384
fin_skew_ns: 0.00606
seq_power_share: 0.455
endpoint_kind: "output pin"
antenna_found_initial: 0
p_switching_w: 0.000757
htreeDepth: 4
cts_sinks: 144
grt_use_total: 0.219
drive_gt1_frac: 0.271
vias: 2711
chip_area_um2: 12000
numCtsBuffers: 17
logic_area_um2: 1450
ioPinCount: 22
dp_hpwl_um: 6540
grt_max_degree: 26
register_area_um2: 4250
slew_headroom: 0.452
p_per_area_nw_per_um2: 464
crit_path_max_fanout: 12
yosysWarnings: 1
gp_congestion: 0.803
avgViaCountPerCell: 5.70
finalHoldViolCount: 0
ys_seq_elements: 144
grt_pass1_vias: 2823
fmax_ghz: 0.255
drtPass1Iterations: 4
warnings: 29
topCellsByArea: "edfxtp_1 (71%), mux4_2 (16%), dfxtp_1 (2.8%), ha_1 (1.3%), nor2_1 (0.98%)"
n_fill_cell: 788
netlist_area_um2: 5760
postCtsSetupBuffers: 0
cts_resized: 0
clockBufferDepth: 2
netlist_top_cells_count: "edfxtp_1 (136), mux4_2 (40), nor2_1 (15)"
wl_per_cell_um: 22.2
fin_crit_sh: 0.785
synth-area-yosys_um2: 5760
syn_inst: 284
fin_ws_ns: 1.08
drtIter0Drc: 206
holdBufCountCts: 0
async_flop_share: 0
hold_path.class: "reg -> reg"
avgSynthCellArea_um2: 20.3
worst_setup_path_start_kind: "register"
yosysMostFrequentCell: "edfxtp_1"
core_um2: 11000
drc_errors: 0
cts_tree: "built"
gr-total-overflow: 0
arrival_ns: 2.92
ys_cells: 284
swShare: 0.241
report.final.slew_viol_count: 0
setup_tns_ns: 0
antenna_left: 0
place_ws_ns: 1.49
routed_wl_um: 10600
top_cell_area_share: 0.709
clk_latency_ns: 0.41
die_y_um: 109
max_slew.worst_pin.slew_ns: 0.812
share_comb_of_total_power: 0.161
synth-edff-count: 136
fin_crit_ns: 3.92
diodes: 0
p_int_w: 0.00239
die_x_um: 109
maxCapViolations: 0
areaGrowthSynthToFinish_pct: 17.9
yosys.stat.seqShare: 0.737
sequential cells by signal (all words and copies together) (netlist names):
name	flops
i	128
rd_data	8
r	4
w	4
cell type report:
| class | instances | share of cell area |
|---|---|---|
| flip-flops and latches | 144 | 0.625 |
| inverters | 7 | 0.00387 |
| repair buffers | 35 | 0.0464 |
| multi-input cells | 118 | 0.214 |
| well taps | 140 | 0.0258 |
| clock buffers | 20 | 0.0643 |
| clock inverters | 12 | 0.0203 |
power by group through the flow:
stage / registers, W / clock network (W) / logic [W]
CTS: 0.00144 / 0.00123 / 0.000513
global route: 0.00144 / 0.00128 / 0.000559
finish: 0.00143 / 0.00121 / 0.000507
critical path, cell delays in order (launching register included):
cell	delay (ns)
dfxtp_1	0.75
xor2_1	0.36
xnor2_1	0.19
a2111oi_4	0.55
nand2b_1	0.20
clkdlybuf4s50_1	0.46
cell usage in the layout (no fill, tap or decap), types with 6 or more instances in the layout:
cell type,n
buf_4,14
clkbuf_16,17
clkdlybuf4s50_1,21
dfxtp_1,6
edfxtp_1,136
ha_1,6
inv_1,7
mux4_2,40
nand2_1,13
nor2_1,15
xnor2_1,6
final timing paths:
kind,startpoint,endpoint,slack [ns],cells after the start
max,r[3]$_SDFFE_PN0P_,full,1.08,5
min reg2reg,w[3]$_SDFFE_PN0P_,w[3]$_SDFFE_PN0P_,0.55,2
max reg2reg,r[0]$_SDFFE_PN0P_,i[14][1]$_DFFE_PP_,2.01,6
min,w[3]$_SDFFE_PN0P_,w[3]$_SDFFE_PN0P_,0.55,2
layer usage:
metal	vias up	GRT usage	wire (µm)
li1	1228	-	-
met1	1345	0.365	4140
met2	130	0.299	4960
met3	8	0.133	1380
met4	0	0.0276	101
met5	-	0	0
stage by stage:
| step | hold slack [ns] | std cells | area (µm²) | power [W] | utilization |
|---|---|---|---|---|---|
| after global placement | 0.537 | 444 | 6220 | 0.00197 | 0.564 |
| final | 0.548 | 476 | 6790 | 0.00315 | 0.616 |
| after detailed placement | 0.546 | 444 | 6220 | 0.00197 | 0.564 |
| after CTS | 0.554 | 476 | 6790 | 0.00318 | 0.616 |
| after floorplan | 0.496 | 284 | 5760 | 0.00178 | - |
| after global routing | 0.589 | 476 | 6790 | 0.00329 | 0.616 |
cell families (layout without fill, tap and decap cells):
group,count (synthesis),in the layout,synth area share
compound gates,10,10,0.0165
xor+xnor,10,10,0.0152
fa+ha+maj,6,6,0.0130
buf+inv,22,74,0.0154
flops,144,144,0.737
mux,44,44,0.163
simple gates,48,48,0.0400
No activity file was given, so power comes from the tool's default toggle rates.
